## ./run.sh

```bash
#!/bin/bash
# OpenROAD 26Q1-2900-gdf79404cd8, Yosys 0.63+post, stock flow scripts
make -C /OpenROAD-flow-scripts/flow DESIGN_CONFIG=/design/flow/config.mk WORK_HOME=/design/flow/orfs finish
```

## ./config.mk

```make
export PLATFORM = sky130hd
export DESIGN_NAME = second
export DESIGN_NICKNAME = second
export VERILOG_FILES = /design/flow/design.v
export SDC_FILE = /design/flow/constraint.sdc
export NUM_CORES = 4
export LEC_CHECK = 1
export CORE_AREA = 10 10 71 71
export DIE_AREA = 0 0 81 81
```

## ./constraint.sdc

```tcl
current_design second

set clk_period 2.2
set clk_io_pct 0.2

create_clock -name clk0 -period $clk_period [get_ports {clk}]

set non_clock_inputs [all_inputs -no_clocks]
set_input_delay [expr $clk_period * $clk_io_pct] -clock clk0 $non_clock_inputs
set_output_delay [expr $clk_period * $clk_io_pct] -clock clk0 [all_outputs]
```

## ./design.v

```verilog
`timescale 1ns / 1ps
module second(
	sec1,  
	sec0,  
	clk,  
	carry_sec,
	alu,
	rst_n  
);
output [4-1:0] sec1;  
output [4-1:0] sec0;  
output carry_sec;
input [1:0]alu;
input clk;  
input rst_n;  
reg count;
reg load_def_sec;  
reg carry_sec;
wire cout_sec0, cout_sec1;  
always @*
begin
if(alu==2'b00)
count=0;
else
count=1;
end
always @(sec0 or sec1)
if ((sec1==4'd5)&&(sec0==4'd9))
begin
load_def_sec = 1;
carry_sec=1'b1;
end
else
begin
load_def_sec = 0;
carry_sec=1'b0;
end
upcounter Udig0(
.value(sec0),  
.carry_out(cout_sec0),  
.clk(clk),  
.rst_n(rst_n),  
.carry_in(count),  
.load_default(load_def_sec),  
.def_value(4'd0)  
);
upcounter Udig1(
.value(sec1),  
.carry_out(cout_sec1),  
.clk(clk),  
.rst_n(rst_n),  
.carry_in(cout_sec0),  
.load_default(load_def_sec),  
.def_value(4'd0)  
);
endmodule
`timescale 1ns / 1ps
module upcounter(
value,  
carry_out,  
clk,  
rst_n,  
carry_in,  
load_default,  
def_value  
);
output [4-1:0] value;  
output carry_out;  
input clk;  
input rst_n;  
input load_default;  
input carry_in;  
input [4-1:0] def_value;  
reg [4-1:0] value;  
reg [4-1:0] value_tmp;  
reg carry_out;  
always @(value or carry_in or load_default or def_value)
if(load_default==1)
value_tmp = def_value;
else if (carry_in==0)
value_tmp = value;
else if ((carry_in==1)&&(value == 4'd9))
value_tmp = 4'd0;
else
value_tmp = value + 1'b1;
always @(value or carry_in or load_default)
if ((carry_in==1)&&((value == 4'd9)||
(load_default==1)))
carry_out = 1;
else
carry_out = 0;
always @(posedge clk or negedge rst_n)
if (~rst_n) value <= def_value;
else value <= value_tmp;
endmodule
```

==> flow_summary_export.csv <==
group,metric,value,unit
critical_path,crit_fanout,4,
floorplan,fp_util,14.0,%
sta,fin_skew,0.000557,ns
critical_path,worstPathRequired,1.76,ns
logic_synthesis,yosysWarnings,3,
sta,tightest_slew,0.551,ns
logic_synthesis,synth_seq_share,39.4,%
critical_path,r2r.worst_path.cells,6,
layout,flop_area,203,µm²
status,status,"finished, final reports clean",
logic_synthesis,yosysTopAreaCell,"dfrtp_1",
detailed_routing,wl_per_cell,11.0,µm
clocking,cts.sinks,8,
logic_synthesis,yosysTopAreaCellShare,39.4,%
layout,fillers,396,
critical_path,crit_chain,"inv_2, ha_4, nand3b_1, nor2_4, clkdlybuf4s50_1",
global_route,grt_pass1_wl,1900,µm
global_route,grt.total_usage,3.70,%
detailed_routing,post_drt_via_cell_ratio,3.84,
pwr,power.density,1080,mW/mm²
logic_synthesis,synthDistinctLibCells,26,
logic_synthesis,ys_chip_area,508,µm²
critical_path,end_kind,"output pin",
global_route,grt.overflow.total,0,
detailed_routing,drt_first_pass_iters,4,
clocking,cts_tree,"done",
clocking,clk_pin_slew,0.04,ns
layout,layout_top_cells,"12 x clkdlybuf4s50_1, 6 x dfrtp_1, 4 x a21oi_1, 4 x nand2_1, 3 x clkbuf_8",
sta,finalHoldViolations,0,
pwr,peakVddDrop,0.000195,V
clocking,clk_path_buf_depth,2,
sta,final-setup-viol-count,0,
detailed_routing,drc,0,
clocking,cts_root_buf,"clkbuf_8",
critical_path,cp_num_cells,5,
floorplan,rows,22,
critical_path,path_buffers,2,
floorplan,dieArea,0.00656,mm²
clocking,h-tree-depth,1,
critical_path,rrSetupSlack,0.60,ns
layout,final-comb-area,319,µm²
logic_synthesis,area_leaders,"dfrtp_1 39%, ha_1 9.9%, a21oi_1 3.9%",
sta,maxSlewViolCount,0,
critical_path,critical_path_class,"reg -> out",
sta,min_period,2.11,ns
critical_path,arrival,1.67,ns
layout,drive_above_1_share,23.9,%
flow_run,log.warning_count,27,
global_route,antenna_found_initial,0,
detailed_routing,wirelength,1260,µm
layout,fin_util,21.2,%
detailed_routing,antenna_cells,0,
critical_path,slowest_delay,0.48,ns
sta,max_freq,474,MHz
layout,final_common_cell,"clkdlybuf4s50_1",
sta,rsz0062_at_grt,"false",
clocking,cts_buffers,3,
logic_synthesis,syn_area_per_cell,10.2,µm²
floorplan,core_area,0.00363,mm²
placed_design,gp_congestion,0.762,
layout,area_growth,51.5,%
critical_path,critical_path.slowest_cell,"clkdlybuf4s50_1",
logic_synthesis,synthCells,50,
critical_path,start_kind,"register",
logic_synthesis,synth_area,508,µm²
floorplan,ios,13,
clocking,clk-insertion-delay-late,0.23,ns
detailed_routing,drt_iter0_markers,12,
pwr,leakagePower,0.324,nW
logic_synthesis,ys_seq_elements,8,
detailed_routing,antenna_left,0,
logic_synthesis,synth_stat.cells,50,
sta,period_used_share,95.9,%
floorplan,chipWidth,81,µm
sta,tns,0,ns
logic_synthesis,synth-async-reset-ratio,100,%
flow_run,maxCapViolCount,0,
placed_design,portBuffers,12,
logic_synthesis,synth-main-ff-cell,"dfrtp_1",
global_route,grt_pass1_vias,395,
min_path,hp-class,"in -> async",
sta,slew_headroom,63.1,%
logic_synthesis,edf_count,0,
floorplan,die-height,81,µm
placed_design,hpwl,938,µm
critical_path,crit_family,"buffers and inverters",
detailed_routing,via_count,442,
global_route,grt_max_degree,10,
synth_stat cells, types with 2 or more instances:
library cell / n
a211oi_1: 2
nor2_1: 3
nand2b_1: 2
inv_1: 3
a21oi_1: 4
nand2_1: 4
or3_1: 2
o22ai_1: 2
dfrtp_1: 8
ha_1: 4
area by class of cell:
class / instances / share of cell area (%)
Multi-Input combinational cell: 39 / 41.5
Inverter: 3 / 1.46
Tap cell: 48 / 7.80
Sequential cell: 8 / 26.3
Timing Repair Buffer: 14 / 17.6
Clock buffer: 3 / 5.37
through the flow:
| step | instances | total power, mW | hold WS [ns] | instance area (µm²) | worst slack [ns] |
|---|---|---|---|---|---|
| 3_5_place_dp | 110 | 0.614 | 0.570 | 688 | 0.216 |
| 5_1_grt | 115 | 0.894 | 0.534 | 769 | 0.0135 |
| 3_3_place_gp | 110 | 0.606 | 0.558 | 688 | 0.209 |
| 4_1_cts | 113 | 0.798 | 0.517 | 732 | 0.00812 |
| 2_1_floorplan | 50 | 0.448 | 0.144 | 508 | 0.796 |
| 6_report | 115 | 0.831 | 0.500 | 769 | 0.0912 |
repair_timing:
| item | CTS | global route |
|---|---|---|
| resized | 1 | 7 |
| hold endpoints to repair | 0 | 0 |
| pin swaps | 1 | 1 |
| hold buffers | 0 | 0 |
| buffers inserted | 0 | 2 |
| endpoints found under the setup margin | 1 | 1 |
report_power, final:
| group | internal (mW) | switching, mW | total (mW) |
|---|---|---|---|
| Combinational | 0.232 | 0.124 | 0.355 |
| Sequential | 0.206 | 0.0911 | 0.297 |
| Clock | 0.119 | 0.0597 | 0.178 |
metal layers:
metal,up-vias,share of wire (%),global-route usage (%)
li1,219,-,-
met1,209,47,4.90
met2,14,36,4.62
met3,0,16,3.23
met4,0,0,0.173
met5,-,0,0
cell families (layout without fill, tap and decap cells):
logic type               count (synthesis)  after routing  synth area share [%]
buffers and inverters                    3             20                  2.22
adder cells (fa/ha/maj)                  4              4                  9.85
AND-OR/OR-AND                           15             15                  20.7
XOR/XNOR                                 1              1                  1.72
multiplexers                             2              2                  4.19
flip-flops                               8              8                  39.4
AND/OR/NAND/NOR                         17             17                  21.9
state kept, by name (all words and copies together) (netlist names):
name,flops
Udig0.value,4
Udig1.value,4
final timing paths:
path,to,start
min in group clk0,Udig1.value[0],Udig1.value[0]
setup / recovery,carry_sec,Udig1.value[1]
setup reg to reg,Udig0.value[3],Udig1.value[1]
hold / removal,Udig1.value[2],rst_n
hold reg to reg,Udig1.value[0],Udig1.value[0]
max in group asynchronous,Udig1.value[0],rst_n
worst register-to-register path, stage by stage, from the launching register on:
cell and delay (ns):
dfrtp_1 0.41, inv_2 0.09, ha_4 0.13, nand3b_1 0.16
buf_4 0.19, a221o_2 0.34, a21o_1 0.17
Power is estimated from default activity; no workload was simulated.
