==> design.v <==
`timescale 1ns / 1ps
module freq_div(
  clk_out,  
  clk_ctl,  
  clk,  
  rst_n,  
  clk_100  
);
output clk_100;
output clk_out;  
output [2-1:0] clk_ctl;  
input clk;  
input rst_n;  
reg clk_100;
reg clk_100_next;
reg [18-1:0] count_200K,count_200K_next;
reg clk_out;  
reg [2-1:0] clk_ctl;  
reg [14:0] cnt_l;  
reg [6:0] cnt_h;  
reg [25-1:0] cnt_tmp;  
always @(clk_out or cnt_h or cnt_l or clk_ctl)
  cnt_tmp = {clk_out,cnt_h,clk_ctl,cnt_l} + 1'b1;
always @(posedge clk or negedge rst_n) 
  if (~rst_n) 
	 {clk_out,cnt_h,clk_ctl,cnt_l} <= 25'b0; 
  else 
    {clk_out,cnt_h,clk_ctl,cnt_l} <= cnt_tmp;
always@(*)
	if(count_200K==200_000-1) begin
		count_200K_next=18'd0;
		clk_100_next=~clk_100; end
	else begin
		count_200K_next=count_200K+1'b1;
		clk_100_next=clk_100; end
always@(posedge clk or negedge rst_n)
	if(~rst_n) begin
		count_200K<=18'b0;
		clk_100<=1'b0; end
	else begin
		count_200K<=count_200K_next;
		clk_100<=clk_100_next; end
	 endmodule
==> run.sh <==
#!/bin/bash
# OpenROAD 26Q1-2900-gdf79404cd8, Yosys 0.63+post, stock flow scripts
make -C /OpenROAD-flow-scripts/flow DESIGN_CONFIG=/design/flow/config.mk WORK_HOME=/design/flow/orfs finish
==> config.mk <==
export PLATFORM = sky130hd
export DESIGN_NAME = freq_div
export DESIGN_NICKNAME = freq_div
export VERILOG_FILES = /design/flow/design.v
export SDC_FILE = /design/flow/constraint.sdc
export NUM_CORES = 4
export LEC_CHECK = 1
export CORE_AREA = 10 10 112 112
export DIE_AREA = 0 0 122 122
==> constraint.sdc <==
current_design freq_div

set clk_period 5.8
set clk_io_pct 0.2

create_clock -name clk0 -period $clk_period [get_ports {clk}]

set non_clock_inputs [all_inputs -no_clocks]
set_input_delay [expr $clk_period * $clk_io_pct] -clock clk0 $non_clock_inputs
set_output_delay [expr $clk_period * $clk_io_pct] -clock clk0 [all_outputs]
==> flow_metrics.tcl <==
# yosys + openroad results
set metrics [dict create \
    post_synth_inst_count 169 \
    grt_pass1_vias 1108 \
    type_of_the_setup_path_with_the_least_slack "reg -> out" \
    critPathLaunchType "register" \
    hold_path_class "reg -> reg" \
    cts_max_path_buffers 2 \
    unrepaired_setup_endpoints_after_global_routing "false" \
    critPathMaxFanout 4 \
    cts_inserted_buffers 5 \
    worstReg2RegEnd "clk_100" \
    grt_max_degree 45 \
    netlist-cell-type-count 28 \
    total_switching_power_uw 103 \
    period_minus_slack_ns 2.32 \
    floorplan.rows 37 \
    port_buffers 5 \
    hold_end "cnt_l[11]" \
    cp.required_ns 4.64 \
    cts.hold.buffers_added 0 \
    critical_path.n_buffers_inverters 1 \
    post_drt_wl_per_cell_um 9.28 \
    drive_above_1_share_pct 8.84 \
    setup_violations 0 \
    dp_hpwl_um 2010 \
    log.warning_count 25 \
    post_synthesis_cell_count_from_yosys 169 \
    globalRouteTotalUtil_pct 4.10 \
    critPathSlowestCell "clkdlybuf4s50_1" \
    grt_overflow_total 0 \
    timing.final.crit_share_pct 40.1 \
    finalMaxSlewViolations 0 \
    drt_iter0_drc 93 \
    outcome "complete, no violations" \
    timing.hold.worst_path_depth 1 \
    max_cap_violations 0 \
    wire_length_of_the_first_global_routing_pass_um 5170 \
    asyncSetResetFlopFracSynth_pct 100 \
    cts_sinks 44 \
    fin_total_pwr_uw 492 \
    cell_chain_of_the_critical_path "clkdlybuf4s50_1" \
    internal_power_uw 389 \
    critical-path-max-stage-delay_ns 0.48 \
    seq_area_um2 1100 \
    place.gp.congestion 0.742 \
    cts-root-buf "clkbuf_8" \
    cts.repair_timing.setup_buffer_count 0 \
    timing.critical_path.to_type "primary output" \
    drt.antenna.violating_nets 0 \
    remaining_drc_errors 0 \
    r2r_setup_slack_ns 4.07 \
    flop_cell "dfrtp_1" \
    core_area_um2 10200 \
    worst_slew_pin_slew_ns 0.610 \
    cts_resized 0 \
    ir_worst_vdd_mv 0.0863 \
    detail_routed_via_count_per_cell 3.86 \
    hold_path.startpoint "cnt_l[11]" \
    p_sw_share_pct 20.9 \
    finalHoldViolations 0 \
    power_per_cell_area_nw_per_um2 219 \
    initial_utilization_pct 19.0 \
    layout.area.comb_um2 823 \
    timing.setup.tns_ns 0 \
    enable_flop_cells 0 \
    chip_area_um2 14900 \
    wirelength_um 2940 \
    ff2ff_path_depth 5 \
    slew-limit-headroom_pct 59.2 \
    vias 1225 \
    clockPowerShare_pct 36.4 \
    combinationalPowerShare_pct 1.3 \
    clock_transition_time_at_the_flip_flop_clock_pins_of_the_worst_setup_and_hold_paths_ns 0.08 \
    drt-pass1-iter-count 4 \
    clock_insertion_delay_worst_skew_ns 0.29 \
    worst_ep_arrival_time_ns 1.16 \
    synth-area-yosys_um2 1950 \
    layout.filler_cells 1079 \
    area.growth.synth_to_final_pct 15.4 \
    synth-seq-area-share_pct 56.5 \
    io_pins 6 \
    clock_tree_from_tritoncts "built" \
    netlist_area_um2 1950 \
    max_freq_mhz 430 \
    final.setup_skew_ns 0.00492 \
    cpLargestDelayFamily "buffers and inverters" \
    htreeDepth 2 \
    critical_path.reg2reg.startpoint "count_200K[0]" \
    diodes 0 \
    die_h_um 122 \
    antenna_found_initial 0 \
    fp.dieW_um 122 \
    yosys_warnings 1 \
    seq_power_share_pct 62.3 \
    static-leakage-power_uw 0.000983 \
    postSynthAreaPerCell_um2 11.5 \
    synth_flop_count 44 \
]
-- per-layer routing --
layer / part of all wire, % / wire, um / GRT usage [%]
met1: 51 / 1500 / 6.02
met2: 44 / 1290 / 5.96
met3: 4.9 / 145 / 1.46
met4: 0 / 0 / 0.298
met5: 0 / 0 / 0
-- metrics by stage --
| stage | cell area, um^2 | hold WS (ns) | setup WS (ns) | utilization, % | std cells |
|---|---|---|---|---|---|
| final | 2250 | 0.470 | 3.48 | 22.0 | 317 |
| after floorplan | 1950 | 0.420 | 4.27 | - | 169 |
| after global routing | 2250 | 0.487 | 3.38 | 22.0 | 317 |
| after detailed placement | 2170 | 0.458 | 3.79 | 21.2 | 310 |
| after global placement | 2170 | 0.453 | 3.78 | 21.2 | 310 |
| after CTS | 2250 | 0.476 | 3.45 | 22.0 | 317 |
-- worst reg2reg max path: stages, from the launching register on --
cell and delay [ns]:
dfrtp_1 0.39, ha_1 0.21, nand4_1 0.21, or2_4 0.31, nor3_4 0.34, xor2_1 0.20
-- synthesized netlist by cell type (2+ instances only) --
cell type	n	area, um^2
nand4_1	11	68.8
and3_1	6	37.5
nor4_1	2	12.5
inv_1	5	18.8
ha_1	2	25.0
xor2_1	9	78.8
and4_1	5	43.8
nand3_1	16	80.1
nand2_1	10	37.5
xnor2_1	29	254
dfrtp_1	44	1100
nor2_1	14	52.6
-- cell type report --
cell class	count	share of cell area, %
Sequential cell	44	49.0
Multi-Input combinational cell	119	36.6
Tap cell	136	7.57
Clock buffer	5	3.06
Timing Repair Buffer	6	2.34
Inverter	5	0.835
Clock inverter	2	0.557
-- power groups by stage --
stage     sequential [uW]  combinational, uW  clock (uW)
6_report              306               6.33         179
5_1_grt               306               7.83         206
4_1_cts               306               7.02         190
-- kinds of logic after synthesis --
kind of cell,synth area share (%)
flops,56.5
xor+xnor,17.1
fa+ha+maj,1.28
simple gates,22.9
buf+inv,1.22
compound gates,0.963
-- worst max-delay path by stage --
stage | from | end | depth (start not counted)
4_1_cts | clk_ctl[0] | clk_ctl[0] | 1
5_1_grt | clk_ctl[0] | clk_ctl[0] | 1
6_report | clk_ctl[0] | clk_ctl[0] | 1
-- flip-flops by register name, summed over array words and instances (netlist names) --
| name | cells |
|---|---|
| count_200K | 18 |
| cnt_l | 15 |
| cnt_h | 7 |
| clk_ctl | 2 |
| clk_100 | 1 |
| clk_out | 1 |
-- placed cells by master, fill, tap and decap left out, types with 2 or more instances in the layout --
cell	count
clkdlybuf4s50_1	4
dfrtp_1	44
nor2_1	14
xnor2_1	29
xor2_1	9
clkbuf_8	5
and3_1	6
and4_1	5
nand3_1	16
inv_1	5
nor4_1	2
nand2_1	10
ha_1	2
nand4_1	11
Power figures rest on the tool's default switching activity, not on a simulated workload.
